## flow/design.v

```verilog
module adder_cla (
	input	[31:0] 	A_i,
	input	[31:0] 	B_i,
	input		   	Cin,
	output	[31:0]	S_o,
	output			Cout_o
);
	wire [7:0]		carry;
	CLA_4bit u_CLA_4bit_0(.a(A_i[3:0]), .b(B_i[3:0]), .C_in(Cin),	.s(S_o[3:0]), .Cout(carry[0]));
	CLA_4bit u_CLA_4bit_1(.a(A_i[7:4]), .b(B_i[7:4]), .C_in(carry[0]), .s(S_o[7:4]), .Cout(carry[1]));
	CLA_4bit u_CLA_4bit_2(.a(A_i[11:8]), .b(B_i[11:8]), .C_in(carry[1]), .s(S_o[11:8]), .Cout(carry[2]));
	CLA_4bit u_CLA_4bit_3(.a(A_i[15:12]), .b(B_i[15:12]), .C_in(carry[2]), .s(S_o[15:12]), .Cout(carry[3]));
	CLA_4bit u_CLA_4bit_4(.a(A_i[19:16]), .b(B_i[19:16]), .C_in(carry[3]), .s(S_o[19:16]), .Cout(carry[4]));
	CLA_4bit u_CLA_4bit_5(.a(A_i[23:20]), .b(B_i[23:20]), .C_in(carry[4]), .s(S_o[23:20]), .Cout(carry[5]));
	CLA_4bit u_CLA_4bit_6(.a(A_i[27:24]), .b(B_i[27:24]), .C_in(carry[5]), .s(S_o[27:24]), .Cout(carry[6]));
	CLA_4bit u_CLA_4bit_7(.a(A_i[31:28]), .b(B_i[31:28]), .C_in(carry[6]), .s(S_o[31:28]), .Cout(Cout_o));
	endmodule
module CLA_4bit(
	input	[3:0]	a,
	input	[3:0]	b,
	input			C_in,
	output	[3:0]	s,
	output			Cout
);
	wire	[3:0]	P;
	wire	[3:0]	G;
	wire	[3:0]	C;
	FA u_FA_0(.a(a[0]), .b(b[0]), .Cin(C_in), .sum(s[0]), .P(P[0]), .G(G[0]));
	FA u_FA_1(.a(a[1]), .b(b[1]), .Cin(C[0]), .sum(s[1]), .P(P[1]), .G(G[1]));
	FA u_FA_2(.a(a[2]), .b(b[2]), .Cin(C[1]), .sum(s[2]), .P(P[2]), .G(G[2]));
	FA u_FA_3(.a(a[3]), .b(b[3]), .Cin(C[2]), .sum(s[3]), .P(P[3]), .G(G[3]));
	CLA u_CLA(.G(G), .P(P), .Cin(C_in), .C(C), .Cout(Cout));
	endmodule
module	FA(
	input	a,
	input	b,
	input	Cin,
	output	sum,
	output	P,
	output	G
);
	assign P = a ^ b;		 
	assign G = a & b;		 
	assign sum = P ^ Cin;
endmodule
module	CLA(
	input	[3:0]	P,
	input	[3:0]	G,
	input			Cin,
	output	[3:0]	C,
	output			Cout
);
	wire			PG;
	wire			GG;
	assign PG = P[3] & P[2] & P[1] & P[0];
	assign GG = G[3] | (P[3]&G[2]) | (P[3]&P[2]&G[1]) | (P[3]&P[2]&P[1]&G[0]);
	assign C[0] = G[0] | (P[0] & Cin);
	assign C[1] = G[1] | (P[1] & C[0]);
	assign C[2] = G[2] | (P[2] & C[1]);
	assign C[3] = G[3] | (P[3] & C[2]);
	assign Cout = GG | (PG & Cin);
endmodule
```

## flow/run.sh

```bash
#!/bin/bash
# OpenROAD 26Q1-2900-gdf79404cd8, Yosys 0.63+post, stock flow scripts
make -C /OpenROAD-flow-scripts/flow DESIGN_CONFIG=/design/flow/config.mk WORK_HOME=/design/flow/orfs finish
```

## flow/config.mk

```make
export PLATFORM = sky130hd
export DESIGN_NAME = adder_cla
export DESIGN_NICKNAME = adder_cla
export VERILOG_FILES = /design/flow/design.v
export SDC_FILE = /design/flow/constraint.sdc
export NUM_CORES = 4
export LEC_CHECK = 1
export CORE_AREA = 10 10 86 86
export DIE_AREA = 0 0 96 96
```

## flow/constraint.sdc

```tcl
current_design adder_cla

set clk_period 20.2
set clk_io_pct 0.2

create_clock -name clk0 -period $clk_period

set non_clock_inputs [all_inputs -no_clocks]
set_input_delay [expr $clk_period * $clk_io_pct] -clock clk0 $non_clock_inputs
set_output_delay [expr $clk_period * $clk_io_pct] -clock clk0 [all_outputs]
```

==> ci_impl_report.md <==
### Yosys + OpenROAD results

| Metric | Value |
|---|---|
| Final setup viols | 0 |
| Max-cap viol count | 0 |
| Top Ports | 98 |
| Top post-synthesis cells by count | buf_4, ha_1, fa_1 |
| CP endpoint kind | primary output |
| Post-route ant nets | 0 |
| CP cell instances | clkdlybuf4s50_1 -> ha_1 -> a21oi_1 -> nor2b_1 -> o31ai_4 -> nand3_2 -> o41ai_2 -> nand2b_1 -> fa_1 -> fa_1 -> fa_1 -> xor2_1 -> clkdlybuf4s50_1 |
| Top cell by count, worst path | fa_1 |
| Yosys Chip Area | 1600 sq um |
| Max VDD drop | 11.6 uV |
| # port buffers | 98 |
| Post-Synthesis Cells | 159 |
| Fin cells | 297 |
| Initial antenna violation count | 0 |
| Via count | 1291 |
| Area growth syn-to-layout | 52.0% |
| Die W | 96 um |
| First-pass GRT wire length | 6150 um |
| DP HPWL | 3900 um |
| Pwr Density | 28.9 nW/um^2 |
| Flops | 0 |
| Routability cong. | 0.783 |
| All-layer global routing usage | 8.21% |
| Drt wl/cell | 13.2 um |
| Core ar. | 5540 sq um |
| Total wire length | 3930 um |
| Slew HR | 74.4% |
| Area leader share | 30.1% |
| Die Size | 9220 sq um |
| Status | completed |
| Mapped Area | 1600 sq um |
| Total negative setup slack | 0 ps |
| Placed insts | 297 |
| RSZ-0062 raised after global routing | no |
| Fin crit share | 57.9% |
| Yosys cell count | 159 |
| Yosys warning count | 0 |
| Worst-path maximum fanout | 3 |
| Antenna fix cells | 0 |
| Final slew viol count | 0 |
| Vias per cell | 4.35 |
| Final min period | 11690 ps |
| Critical Path Source Type | input pin |
| WP buf/inv | 2 |
| GRT Residual Overflow | 0 |
| FP Rows | 27 |
| Die height | 96 um |
| Post-cts sizing count | 0 |
| Number of hold buffers added after cts | 0 |
| Least-Margin Pin Slew | 380 ps |
| Gate Area | 1340 sq um |
| Total iterations of the first detailed-routing run | 4 |
| Seq share, synth | 0% |
| Post-synth top area cell | fa_1 |
| Critical path type | in -> out |
| Core utilization before placement | 28.8% |
| Data required time of the worst path | 16160 ps |
| Share of post-route cells with drive strength above 1 | 4.89% |
| Final hold vios | 0 |
| Top Family by Delay on Critical Path | adder cells |
| Flop area | 0 sq um |
| Distinct lib cells | 31 |
| FILL cells | 558 |
| CLK BUF | 0 |
| Tool warnings | 32 |
| Postcts setup bufs | 0 |
| Drt drc | 0 |
| Top post-synthesis cells by area | fa_1, ha_1, buf_4, xor2_1, a21o_1 |
| Slowest cell on crit path | clkdlybuf4s50_1 |
| Avg Cell Area, Syn | 10.0 sq um |
| CP max stage delay | 480 ps |
| FMAX | 85.6 MHz |
| First DRT Iteration DRCs | 8 |
| Hold Path Class | in -> out |
| Vias in the first global route | 1324 |
| Arrival time worst endpoint | 7650 ps |
| Largest net degree at the start of global routing | 5 |
| Lkg Pwr | 1.03 nW |
cell usage in the layout, fill, tap and decap left out, types with 2 or more instances in the layout:
| master | count |
|---|---|
| clkdlybuf4s50_1 | 98 |
| ha_1 | 32 |
| fa_1 | 24 |
| xor2_1 | 8 |
| a21oi_1 | 8 |
| a21o_1 | 7 |
| nor2_1 | 6 |
| inv_1 | 6 |
| nand2_1 | 5 |
| nand4_1 | 4 |
| o21ai_0 | 3 |
| a211oi_2 | 2 |
| o21bai_1 | 2 |
| nand3_1 | 2 |
| nor3_1 | 2 |
worst paths after layout:
kind | slack [ps] | startpoint | cells past startpoint | endpoint
worst max-delay path | 8510 | A_i[2] | 13 | S_o[27]
worst min-delay path | 9160 | B_i[0] | 5 | S_o[0]
power by group:
part,leakage [nW],internal (W),switching (W)
clock,0,0,0
sequential,0,0,0
combinational,1.03,0.0000475,0.0000228
cell type report:
cell class	instances	share of cell area (%)
Multi-Input combinational cell	121	55.0
Tap cell	72	3.71
Inverter	6	0.927
Timing Repair Buffer	98	40.4
metrics by stage:
stage	util [%]	setup WS [ps]	hold slack (ps)	total power, W	area (sq um)
4_1_cts	43.8	8440	9170	0.0000728	2430
5_1_grt	43.8	8270	9220	0.0000793	2430
3_5_place_dp	43.8	8460	9160	0.0000723	2430
3_3_place_gp	43.8	8460	9170	0.0000720	2430
2_1_floorplan	-	9490	8300	0.0000405	1600
6_report	43.8	8510	9160	0.0000703	2430
cells by family (layout without fill, tap and decap cells):
group           count (synthesis)  in the layout  share of synthesized area, %
buf+inv                        38            104                          16.4
compound gates                 31             31                          15.3
xor+xnor                        8              8                          4.39
simple gates                   26             26                          8.77
fa+ha+maj                      56             56                          55.1
layer usage:
metal / track usage (%) / vias up / routed length [um]
li1: - / 666 / -
met1: 11.9 / 576 / 1760
met2: 12.9 / 49 / 1770
met3: 2.28 / 0 / 405
met4: 0 / 0 / 0
met5: 0 / - / 0
No activity file was given, so power comes from the tool's default toggle rates.
