File: /design/flow/run.sh
#!/bin/bash
# OpenROAD 26Q1-2900-gdf79404cd8, Yosys 0.63+post, stock flow scripts
make -C /OpenROAD-flow-scripts/flow DESIGN_CONFIG=/design/flow/config.mk WORK_HOME=/design/flow/orfs finish
File: /design/flow/config.mk
export PLATFORM = sky130hd
export DESIGN_NAME = sync_sram
export DESIGN_NICKNAME = sync_sram
export VERILOG_FILES = /design/flow/design.v
export SDC_FILE = /design/flow/constraint.sdc
export NUM_CORES = 4
export LEC_CHECK = 1
export CORE_UTILIZATION = 30
File: /design/flow/constraint.sdc
current_design sync_sram

set clk_period 15.2
set clk_io_pct 0.2

create_clock -name clk0 -period $clk_period [get_ports {clk}]

set non_clock_inputs [all_inputs -no_clocks]
set_input_delay [expr $clk_period * $clk_io_pct] -clock clk0 $non_clock_inputs
set_output_delay [expr $clk_period * $clk_io_pct] -clock clk0 [all_outputs]
File: /design/flow/design.v
`timescale 1ns / 1ps
module sync_sram(addr, din, dout, clk, we);
parameter addr_width = 8, word_depth = 256, word_width = 8;
input clk, we;
input [addr_width-1:0] addr;
input [word_width-1:0] din;
output reg [word_width-1:0] dout;
reg [word_width-1:0] mem [0:word_depth-1];
always @ (posedge clk) begin
    if(!we)
        mem[addr] <= din[word_width-1:0];
end
always @ (posedge clk) begin
    #1 dout <= mem[addr];
end
endmodule
==> results.sh <==
# flow metrics
export IMPL_io_pins=26
export IMPL_route_detailed_drc=0
export IMPL_maxCapViolCount=0
export IMPL_wl_per_cell_um=26.1
export IMPL_vias=36505
export IMPL_drive_gt1_frac=0.250
export IMPL_overflow=0
export IMPL_setup_ws_ns=7.74
export IMPL_ys_sh_xor=0
export IMPL_fp_util=0.302
export IMPL_status="finished, final reports clean"
export IMPL_antenna_left=0
export IMPL_placed_area_mm2=0.0831
export IMPL_p_int_mw=9.21
export IMPL_postCtsResizedCells=0
export IMPL_clkSinkCount=2056
export IMPL_hold_ws_ns=0.966
export IMPL_syn_instance_count=3525
export IMPL_ys_warn_count=1
export IMPL_avgSynthCellArea_um2=22.2
export IMPL_num_rows=187
export IMPL_post_cts_buffers=0
export IMPL_grt_max_degree=107
export IMPL_p_switching_mw=2.38
export IMPL_final_max_slew_viol_count=0
export IMPL_netlist_top_cells_area="edfxtp_1 79%, mux4_2 15%, a22oi_1 2.5%"
export IMPL_cp_required_ns=15.84
export IMPL_grt_pass1_wl_mm=277
export IMPL_grt_use_total=0.155
export IMPL_drtIter0Drc=2398
export IMPL_numPortBuffers=25
export IMPL_routed_wirelength_mm=188
export IMPL_syn_to_final_growth_pct=14.2
export IMPL_ys_area_mm2=0.0783
export IMPL_reg2regPathDepth=5
export IMPL_seqPwrFrac=0.540
export IMPL_yosys_cells=3525
export IMPL_first_global_vias=40551
export IMPL_simple_gate_share=0.0162
export IMPL_syn_cell_area_mm2=0.0783
export IMPL_ys_flops=2056
export IMPL_cts_path_max_buffers=3
export IMPL_grt_antenna_before_repair=5
export IMPL_hold_viol=0
export IMPL_clock_skew_ns=0.0309
export IMPL_avgViaCountPerCell=5.05
export IMPL_fin_tns_setup_ns=0
export IMPL_die_w_um=513
export IMPL_slew_headroom=0.153
export IMPL_mux_share=0.147
export IMPL_insertion_delay_ns=0.82
export IMPL_worst_pin_slew_ns=1.25
export IMPL_ys_seq_share=0.787
export IMPL_mostFrequentLayoutCells="2048 x edfxtp_1, 512 x mux4_2, 259 x nor2_1, 256 x a22oi_1, 200 x clkbuf_16"
export IMPL_synth_top_cell_by_area="edfxtp_1"
export IMPL_setup_worst_path_class="input port to register"
export IMPL_finalCritPeriodShare=0.491
export IMPL_p_leak_nw=26.6
export IMPL_gp_congestion=0.846
export IMPL_dp_slack_ns=6.90
export IMPL_fillers=23530
export IMPL_path_clk_slew_ns=0.06
export IMPL_drt_pass1_iterations=7
export IMPL_fin_area_mm2=0.0894
export IMPL_mostFrequentLayoutCell="edfxtp_1"
export IMPL_power_frac_clock=0.416
export IMPL_setup_violations=0
export IMPL_fmaxAchievable_mhz=134
export IMPL_synth_compound_area_share=0.0363
export IMPL_cts_tree="done"
export IMPL_hpwl_mm=111
export IMPL_cts_buffers=195
export IMPL_hold_buffers=0
export IMPL_core_area_mm2=0.259
export IMPL_fp_dieH_um=513
export IMPL_combPwrFrac=0.044
export IMPL_dieArea_mm2=0.263
export IMPL_hold_path_depth=5
export IMPL_critPathLaunchType="input port"
export IMPL_finish_utilization=0.345
export IMPL_hold_class="register to register"
export IMPL_warnings=32
export IMPL_ir_worst_vdd_uv=121
export IMPL_synth_main_ff_cell="edfxtp_1"
export IMPL_rsz0062_at_grt="no"
export IMPL_topCombFamilyByArea="multiplexers"
export IMPL_synth_async_reset_ratio=0
export IMPL_clockRootBuffer="clkbuf_16"
export IMPL_period_needed_ns=7.46
export IMPL_power_density_mw_per_mm2=130
export IMPL_synth_edff_count=2048
export IMPL_ys_types=22
export IMPL_adder_share=0
export IMPL_top_area_frac=0.785
export IMPL_crit_fanout=84
export IMPL_cp_end_kind="register"
export IMPL_switching_share=0.206
export IMPL_worstPathArrival_ns=8.10
export IMPL_cts_htree_levels=4
export IMPL_regToRegSetupSlack_ns=12.48
[flip-flops by register name (all words and copies together) (netlist names)]
signal,cells
mem,2048
dout,8
[final timing paths]
check                                  from      end
worst max register to register  mem[250][4]  dout[4]
worst min-delay path            mem[140][3]  dout[3]
worst min register to register  mem[140][3]  dout[3]
worst max-delay path                addr[1]  dout[4]
[Yosys cell counts (11+ instances only)]
cell type,n
o41ai_1,32
nand2_1,25
mux4_2,512
a21oi_1,128
buf_1,11
buf_2,37
buf_6,15
edfxtp_1,2048
clkbuf_1,154
nor2_1,260
a22oi_1,256
[layer usage]
metal / routed length (um) / part of all wire / GRT usage / vias up
li1: - / - / - / 15295
met1: 63400 / 0.34 / 0.178 / 18843
met2: 90800 / 0.48 / 0.236 / 2080
met3: 29300 / 0.16 / 0.113 / 275
met4: 4740 / 0.025 / 0.0330 / 12
met5: 307 / 0.0016 / 0.0122 / -
[final cells by class]
type                    count  area, um2  share of cell area
clock buffers             243       5170              0.0578
multi-input cells        1246      15800               0.176
diodes                      3       7.51           0.0000840
flip-flops and latches   2056      61700               0.690
well taps                3402       4260              0.0476
clock inverters           113       1160              0.0130
repair buffers            163       1400              0.0156
[metrics by stage]
stage	instances	power, mW
floorplan	3525	6.64
global placement	6867	6.89
detailed placement	6867	6.90
CTS	7223	11.7
global route	7225	11.9
finish	7226	11.6
[logic make-up (layout without fill, tap and decap cells)]
family / count (synthesis) / count (layout)
simple gates: 318 / 318
mux: 512 / 512
other cells: 0 / 3
flops: 2056 / 2056
compound gates: 416 / 416
buf+inv: 223 / 519
[power by group through the flow]
stage                 registers (mW)  logic, mW  clock network, mW
after global routing            6.26      0.551               5.13
final                           6.26      0.509               4.82
after CTS                       6.26      0.520               4.92
[critical path, cell delays in order]
cell,delay (ns)
buf_8,0.34
buf_12,0.47
buf_4,0.66
buf_4,0.60
buf_4,0.63
mux4_2,0.42
a22oi_1,0.28
a21oi_1,0.17
o41ai_1,1.12
nand4_1,0.15
Power and IR drop assume default switching activity.
