==> flow/config.mk <==
export PLATFORM = sky130hd
export DESIGN_NAME = traffic_light
export DESIGN_NICKNAME = traffic_light
export VERILOG_FILES = /design/flow/design.v
export SDC_FILE = /design/flow/constraint.sdc
export NUM_CORES = 4
export LEC_CHECK = 1
export CORE_AREA = 10 10 70 70
export DIE_AREA = 0 0 80 80
==> flow/constraint.sdc <==
current_design traffic_light

set clk_period 1.1
set clk_io_pct 0.2

create_clock -name clk0 -period $clk_period [get_ports {clk}]

set non_clock_inputs [all_inputs -no_clocks]
set_input_delay [expr $clk_period * $clk_io_pct] -clock clk0 $non_clock_inputs
set_output_delay [expr $clk_period * $clk_io_pct] -clock clk0 [all_outputs]
==> flow/design.v <==
	module traffic_light
(
	output		[8*8-1 : 0]		l_a,
	output		[8*8-1 : 0]		l_b,
	input						p,
	input						r,
	input						t_a,
	input						t_b,
	input						clk,
	input						rstn
);
wire		mode;
reg	[1:0]	state;
wire		state_0;
wire		state_1;
wire		state_2;
wire		state_3;
assign	mode	=	(r)	? 0 :
					(p)	? 1 : 0;
assign	state_0	=	(state == 0) ? 1 : 0;
assign	state_1	=	(state == 1) ? 1 : 0;
assign	state_2	=	(state == 2) ? 1 : 0;
assign	state_3	=	(state == 3) ? 1 : 0;
assign	l_a	=	(state_0)	?	"GREEN"		:
				(state_1)	?	"YELLOW"	:
				(state_2)	?	"RED"		:
				(state_3)	?	"YELLOW"	:	"GREEN";
assign	l_b	=	(state_0)	?	"RED"		:
				(state_1)	?	"YELLOW"	:
				(state_2)	?	"GREEN"		:
				(state_3)	?	"YELLOW"	:	"RED";
always @(posedge clk or negedge rstn) begin
	if(!rstn) begin
		state	= 0;
	end else begin
		if (mode) begin
			state	<= 2;
		end else begin
			if(state_0 & t_a) begin
				state	<=	0;
			end else begin
				if(state_2 & t_b) begin
					state	<=	2;
				end else begin
					state	<=	state + 1;
				end
			end
		end
	end
end
endmodule
==> flow/run.sh <==
#!/bin/bash
# OpenROAD 26Q1-2900-gdf79404cd8, Yosys 0.63+post, stock flow scripts
make -C /OpenROAD-flow-scripts/flow DESIGN_CONFIG=/design/flow/config.mk WORK_HOME=/design/flow/orfs finish
==> run notes <==
Here are the numbers from the latest Yosys + OpenROAD run.

The root buffer cell chosen for the clock tree is sky130_fd_sc_hd__clkbuf_4. For this run, the detailed router reports a per-instance via density of 3.00. The nature of the critical path startpoint is a flop.

Sequential cells were found to cover 4.48% of the synthesized design area. The clock latency reported for the late side of the worst-skew pair is 0.23 ns. The number of placement rows is 21. The placed instances occupy a cell area of 1140 um^2. Post-synthesis, Yosys gives the total cell area as 1120 um^2.

The synthesized area per cell came out at 7.81 um^2. The final tally of hold violations is 0. The number of antenna violations at the first check in global routing is 0. The synthesis-stage register bit count is 2. The flow ran to the end, but the final reports show violations.

The ratio of total power to cell area came out at 2890 nW/um^2. The first-pass GRT wire length came out at 3.38 mm. The largest stage delay on the critical path came out at 0.44 ns. The instance count of the mapped netlist came out at 143. The worst-case IR drop observed on VDD is 738 uV. The final worst-path setup slack came out at -0.664 ns. The final worst-path cycle share came out at 160%.

The smallest hold slack is 0.158 ns. The number of maximum-capacitance violations is 0. The largest fanout on the critical path is 4. Of the total power, the share spent switching nets is 29.8%.

In the Yosys report the total cell count is 143. Across every metal layer, demand over resource in global routing totals 6.11%. In the post-route report, total wirelength is listed as 3.02 mm. Nets still carrying antenna violations after routing amount to 0.

The H-tree depth reported by CTS is 1. By instance count, the cell type seen most on the critical path is sky130_fd_sc_hd__buf_6. The registers reported with the highest flop counts are state (2). From bottom edge to top edge, the die measures 80 um.

The required time at the worst-slack endpoint came out at 0.88 ns. The setup clock skew after layout came out at 0.00570 ns. The total antenna diodes in the routed design came out at 0. The total clock buffers created by CTS is 3. The number of different library cells in the post-synthesis netlist came out at 10. The chip occupies 6400 um^2. The script extracted a net switching power of 1.28 mW. The last timing report of the flow puts the setup violation total at 49. For this design the top-level I/O count stands at 134. Entering global routing, the biggest net connects 23 pins. The cell sequence reported for the critical path is inv_4, ha_4, nor2_4, clkbuf_16, buf_6, buf_6, clkbuf_2. The design area came out at 1480 um^2.

The fraction of the mapped netlist area in simple logic gates came out at 3.36%. The warning tally printed by Yosys for this design is 1. The detailed-router iteration count before antenna repair came out at 2. The area overhead of the layout relative to synthesis is 32.7%. The final critical-path required period is 1.76 ns. The upper clock frequency limit is 567 MHz. Per the placement log, port buffering inserted 53 buffers. STA classifies the critical path endpoint as an output port. The die outline width came out at 80 um. TritonCTS built the clock tree.

The clock net sink count came out at 2. The post-synthesis mux area share came out at 0%. The share of total power dissipated in the clock network is 4.3%. The clock transition at the registers of the reported paths is 0.04 ns. The final reports fail on negative setup slack. Setup repair after global routing could not meet its margin everywhere. The deepest clock path buffer count is 2.

The via count of the first global-routing pass came to 718. The flip-flop count of the largest register, all copies and words added is 2. After detailed placement, the design holds a cell count of 200. The static leakage came out at 0.878 nW. Warnings raised by the tools during the run amount to 33. The sequential share of power is 4.2%. The complex-gate fraction of the synthesized area is 0.784%. The top register by number of flip-flops is state. After floorplanning, the core was sized to cover 3420 um^2. The remaining routing DRC violations came out at 0. The synthesis run identifies the leading combinational cell family as buffers and inverters. The fraction of final layout cells sized beyond drive strength 1 came out at 51.9%. The classification of the worst-slack hold path is in2async. Summed over all layers, the global routing overflow is 0. The cell type of the slowest stage on the worst timing path is sky130_fd_sc_hd__dfrtp_2.

For reference, XOR and XNOR gates occupy 0% of the area reported after synthesis. The sum of internal, switching and leakage power is 4.28 mW. The number of DRC markers in iteration 0 is 11.

The wire length per cell after detailed routing is 12.8 um. The floorplan step records an initial core utilization of 32.7%. The startpoint-to-endpoint class of the critical path is reg2out. The area of the mapped netlist came out at 1120 um^2. Per the final report, max-transition violations number 0.

On the critical path the data arrives at 1.54 ns. Internal power comes to 3.01 mW. The via count came out at 705. The post-DP HPWL is 2.24 mm. After its last routability iteration, the placer logged a weighted congestion of 0.680. The number of standard cells in the layout, taps in and fillers out is 235.

The fraction of the mapped netlist area in adder cells is 6.72%. The share of power burned in combinational logic came out at 91.5%.
==> worst max-delay path: cells and delay by family, from the launching register on <==
family                   cells  cell delay [ns]
AND/OR/NAND/NOR              1             0.18
buffers and inverters        5             0.50
flip-flops                   1             0.44
adder cells (fa/ha/maj)      1             0.18
==> per-layer routing <==
metal	wire, um	track usage, %	part of all wire (%)
met1	1200	6.43	40
met4	30	1.23	1.0
met2	1470	11.2	49
met3	314	2.39	10
met5	0	0	0
==> cell usage in the layout, fill, tap and decap left out, types with 2 or more instances in the layout <==
master                            instances
sky130_fd_sc_hd__buf_4                    7
sky130_fd_sc_hd__inv_4                    3
sky130_fd_sc_hd__dlymetal6s2s_1           2
sky130_fd_sc_hd__buf_6                   40
sky130_fd_sc_hd__clkdlybuf4s50_1          5
sky130_fd_sc_hd__buf_12                   2
sky130_fd_sc_hd__nor2_4                   2
sky130_fd_sc_hd__clkbuf_2                28
sky130_fd_sc_hd__clkbuf_16                2
sky130_fd_sc_hd__conb_1                  80
sky130_fd_sc_hd__clkbuf_4                 3
sky130_fd_sc_hd__ha_4                     6
==> synthesized netlist by cell type <==
cell,count,share of area [%]
sky130_fd_sc_hd__inv_1,4,1.3
sky130_fd_sc_hd__nor2_1,2,0.67
sky130_fd_sc_hd__nor3_2,1,0.90
sky130_fd_sc_hd__dfrtp_1,2,4.5
sky130_fd_sc_hd__a22o_1,1,0.78
sky130_fd_sc_hd__or2_1,1,0.56
sky130_fd_sc_hd__nor2b_4,1,1.2
sky130_fd_sc_hd__conb_1,2,0.67
sky130_fd_sc_hd__ha_1,6,6.7
sky130_fd_sc_hd__buf_4,123,83
==> final timing paths <==
path,startpoint,end,slack (ns),cells past startpoint
max,state[0],l_b[43],-0.66,7
min,rstn,state[0],0.16,1
max reg2reg,state[0],state[0],-0.31,7
min reg2reg,state[0],state[0],0.65,2
max in group asynchronous,rstn,state[0],0.81,1
min in group clk0,r,state[0],0.64,3
==> cells by family after synthesis <==
group           Yosys count
simple gates              5
buf+inv                 127
fa+ha+maj                 6
compound gates            1
other cells               2
flops                     2
==> power groups by stage <==
stage | sequential [mW] | combinational (mW) | clock, mW
4_1_cts | 0.167 | 3.06 | 0.195
6_report | 0.181 | 3.92 | 0.184
5_1_grt | 0.187 | 4.24 | 0.193
==> stage by stage <==
stage	setup WS, ns	util, %	setup TNS (ns)
6_report	-0.664	43.4	-24.85
3_3_place_gp	-0.516	33.3	-22.91
3_5_place_dp	-0.542	33.3	-23.69
4_1_cts	-0.786	38.4	-30.42
2_1_floorplan	-0.236	-	-5.24
5_1_grt	-0.736	43.4	-27.50
==> timing repair <==
item,in CTS,in global routing
setup endpoints to repair,50,50
hold buffers,0,0
resized,88,89
gates cloned,0,2
buffers inserted,15,16
pin swaps,2,6
==> area by class of cell <==
cell class / instances / area (um^2)
inverter: 4 / 22.5
tap: 46 / 57.6
sequential: 2 / 51.3
multi-input combinational: 92 / 512
clock buffer: 4 / 26.3
fill: 314 / 1930
timing repair buffer: 87 / 813
Power is estimated from default activity; no workload was simulated.
